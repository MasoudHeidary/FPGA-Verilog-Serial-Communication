<file path="design/flow/run.sh">
#!/bin/bash
# OpenROAD 26Q1-2900-gdf79404cd8, Yosys 0.63+post, stock flow scripts
make -C /OpenROAD-flow-scripts/flow DESIGN_CONFIG=/design/flow/config.mk WORK_HOME=/design/flow/orfs finish
</file>
<file path="design/flow/config.mk">
export PLATFORM = sky130hd
export DESIGN_NAME = ReceiverFIFO
export DESIGN_NICKNAME = ReceiverFIFO
export VERILOG_FILES = /design/flow/design.v
export SDC_FILE = /design/flow/constraint.sdc
export NUM_CORES = 4
export LEC_CHECK = 1
export CORE_UTILIZATION = 40
</file>
<file path="design/flow/constraint.sdc">
current_design ReceiverFIFO

set clk_period 5.4
set clk_io_pct 0.2

create_clock -name clk0 -period $clk_period [get_ports {clk}]

set non_clock_inputs [all_inputs -no_clocks]
set_input_delay [expr $clk_period * $clk_io_pct] -clock clk0 $non_clock_inputs
set_output_delay [expr $clk_period * $clk_io_pct] -clock clk0 [all_outputs]
</file>
<file path="design/flow/design.v">
`timescale 1ns / 1ps
module SerialReceiver(
    output [7:0] DataOutput,
    output NoData,
    input Read,
    input SerialLine,
    input clk
);
    wire data_fetched_by_controller;
    wire data_available;
    wire [8:0] data_receive_control;
    wire [7:0] data_controller_fifo;
    wire write_to_fifo;
    Receiver SR
    (
        SerialLine,
        data_fetched_by_controller,
        data_available,
        data_receive_control,
        clk
    );
    ReceiveController RC
    (
        data_available,
        data_controller_fifo,
        write_to_fifo,
        data_fetched_by_controller,
        data_receive_control,
        clk
    );
    FIFO RF
    (
        .DataI(data_controller_fifo),
        .DataO(DataOutput),
        .EF(NoData),
        .R(Read),
        .W(write_to_fifo),
        .clk(clk)
    );
endmodule
module ReceiverFIFO
#(
    parameter Depth = 9,
    parameter Width = 8
)
(
    input [Width-1 : 0] DataI,
    output reg [Width-1 : 0] DataO,
    output reg FF,   
    output reg EF,   
    input R,     
    input W,     
    input clk
);
    reg [$clog2(Depth)-1 : 0] _write_pointer = 0;
    reg [$clog2(Depth)-1 : 0] _read_pointer = 0;
    reg [Width-1 : 0] _memory[Depth-1: 0];
    always @(posedge clk)
    begin
        EF = 0;
        FF = 0;
        if (R)
        begin
            if(_read_pointer != _write_pointer)
            begin
                DataO <= _memory[_read_pointer];
                _read_pointer <= _read_pointer + 1;
                if (_read_pointer == Depth)
                    _read_pointer <= 0;
            end
            else
            begin
                EF = 1;    
            end
        end
        if (W) 
        begin
            if(_write_pointer != Depth-1)
            begin
                if(_write_pointer+1 == _read_pointer)
                    FF = 1;
            end
            else if (_read_pointer == 0)
            begin
                FF = 1;
            end
            if (!FF)
            begin
                _memory[_write_pointer] <= DataI;
                _write_pointer <= _write_pointer + 1;
                if (_write_pointer == Depth)
                begin
                    _write_pointer <= 0;
                end
            end
        end
    end
endmodule
module ReceiveController
#(
    parameter Parity = 1,            
    parameter ParityEven = 1,        
    parameter DataLen = 8
)
(
    input  DataAvilable,
    output reg [DataLen - 1 : 0] DataOutput,
    output reg WriteData = 0,
    output reg  DataFetched = 0,
    input [DataLen + Parity -1:0] DataInput,
    input clk
);
    parameter pre_fetch_data = 0;
    parameter fetch_data = 1;
    parameter save_data = 2;
    parameter cancel_data = 3;
    reg [1:0] mode = pre_fetch_data;
    always @(posedge clk)
    begin
        if(mode == pre_fetch_data)
        begin
            if(DataAvilable)
            begin
                mode <= fetch_data;
                DataFetched <= 1;
            end
        end
        else if(mode == fetch_data)
        begin
            if(!Parity)
            begin
                DataOutput <= DataInput;
                WriteData <= 1;
                mode <= save_data;
            end
            else if(ParityEven)
            begin
                if(^DataInput == 0)
                begin
                    DataOutput <= DataInput[DataLen-2:0];
                    WriteData <= 1;
                end
                mode <= save_data;
            end
            else
            begin
                if(^DataInput == 1)
                begin
                    DataOutput <= DataInput[DataLen-2:0];
                    WriteData <= 1;
                end
                mode <= save_data;
            end
        end
        else if(mode == save_data)
        begin
            WriteData <= 0;
            DataFetched <= 0;
            mode <= pre_fetch_data;
        end
    end
endmodule
module Receiver
#(
    parameter ClkDivider = 5,
    parameter DataLen = 9,
    parameter StartBit = 1,
    parameter StopBit = 1
)
(
    input SerialLine,
    input DataFetched,
    output reg DataAvilable = 0,
    output reg [DataLen-1:0] Data = {0},
    input clk
);
    reg [DataLen-1:0] _data_temp = {0};
    reg [$clog2(DataLen)-1:0] _save_pointer = 0;
    reg [$clog2(StartBit + DataLen + StopBit) - 1:0] _receive_pointer = 0;
    parameter receive_edge = 0;
    parameter receive_value = 1;
    parameter save = 2;
    parameter delay = 3;
    parameter save_wait = 4;
    reg [2:0] mode = receive_edge;
    reg [$clog2(ClkDivider)-1:0] clk_divider = ClkDivider - 1;
    always @(posedge clk)
    begin
        if(mode == receive_edge)
        begin
            clk_divider = clk_divider + 1;
            if(clk_divider == ClkDivider)
            begin
                clk_divider = 0;
                _receive_pointer <= _receive_pointer + 1;
                if(_receive_pointer < StartBit)
                begin
                    if(SerialLine != 0)
                    begin
                        _receive_pointer <= 0;
                        clk_divider = ClkDivider - 1;
                    end
                end
                else if(_receive_pointer < StartBit + DataLen)
                begin
                    _data_temp[_save_pointer] <= SerialLine;
                    _save_pointer <= _save_pointer + 1;
                end
                else if(_receive_pointer < StartBit + DataLen + StopBit)
                begin
                    clk_divider = ClkDivider - 1;
                end
                else
                begin
                    _receive_pointer <= 0;
                    DataAvilable <= 1;
                    mode <= save;
                end
            end
        end
        else if(mode == save)
        begin
            Data <= _data_temp;
            mode <= save_wait;
        end
        else if(mode == save_wait)
        begin
            if(DataFetched)
            begin
                DataAvilable <= 0;
                _save_pointer <= 0;
                mode <= receive_edge;
            end
        end
    end
endmodule
</file>
==> reports/qor.csv <==
metric;value;unit
DRT antenna net count;0;
Peak VDD IR;0.171;mV
vias in the first global route;2112;
layout filler cell count;799;
Post-CTS Setup Inserts;0;
critical path type;in2reg;
Final Hold Viols;0;
mux frac, synth;0.0815;
Min Hold Slack;0.532;ns
HP Class;reg2reg;
flop2flop setup slack;2.96;ns
Dominant cell area share;0.675;
CTS tree;yes;
final worst setup slack;2.76;ns
final setup fails;0;
Layout Utilization;0.471;
yosys cell count;246;
clock root cell;clkbuf_8;
row count;35;
pre-CTS WS;2.37;ns
YS chip area;3910;sq um
Die ar.;10200;sq um
TritonRoute pass-1 iters;6;
final non-filler cell total;400;
fmax;379;MHz
pin count of the biggest net entering global routing;43;
CTS buffer count;9;
HP Start;_memory[8][4];
clk sinks;90;
CP max FO;12;
syn_area_per_cell;15.9;sq um
Setup TNS;0;ns
Worst Hold Path EP;DataO[4];
vias per cell;5.20;
Post-synth EDFFs;88;
final instance area;4420;sq um
initial DRC count;122;
Synth area leader;edfxtp_1;
WL/cell;19.2;um
crit start category;input port;
top-count cell post-synth;edfxtp_1;
Worst R2R Start;_write_pointer[0];
Yosys warnings;1;
Hold Path Stages;2;
count of input and output buffers;20;
# hold bufs at CTS;0;
outcome;completed;
Slew @ Worst Pin;0.804;ns
library cells used by synthesis;41;
Top logic family;multiplexers;
Clock H-tree levels;3;
ys flops;90;
Initial Util;0.417;
Worst Reg-to-Reg Cells;5;
Final period util;0.489;
dpl hpwl;5040;um
CTS resizes;0;
Max Slew Vio Count;0;
crit path DRT;5.39;ns
share of layout cells above drive strength 1;0.144;
area delta synth->final;12.9;%
diode count;0;
Mapped Cells;246;
IO Pins;21;
total grt overflow;0;
Synth area leaders;edfxtp_1, mux2_2, mux2i_1;
Core Area;9370;sq um
Power Density;525;nW/um^2
overall power;2.32;mW
Basic Gates by Area;0.0640;
asr flop ratio synth;0;
Worst R2R End;_memory[7][0];
max cap viols;0;
register share after synthesis;0.686;
minimum clock period;2.64;ns
unrepaired setup endpoints after global routing;no;
dpl cells;384;
DRC viols;0;
clk_skew;0.0127;ns
Die W;101;um
main flop type;edfxtp_1;
Setup crit end kind;register;
Slew headroom;0.464;
Log Warnings;30;
Post-Syn Area;3910;sq um
GRT Total Usage;0.172;
Die Ht;101;um
initial antenna violation count;0;
yosys xor share;0.0326;
Synth top cells by count;edfxtp_1, mux2_2, mux2i_1;
DR vias;2081;
Total Wirelength;7660;um
global-route wire length before repair;11700;um
worst-skew pair later-pin latency;0.36;ns
Adder Area Share;0.0224;
yosys aoi share;0.0806;
leak pwr;1.51;nW
CP startpoint;W;
Placer Congestion;0.857;
Post-Place Cell Area;4190;sq um
Reg clk slew, reported paths;0.09;ns
crit path DAT;2.63;ns
CTS Buffer Depth;2;
-- logic make-up after synthesis --
family / count (synthesis)
DFF: 90
xor gates and xnor gates: 9
AOI/OAI and AO/OA: 44
adders and majority gates: 7
muxes: 30
and+or+nand+nor: 46
buffers and inverters: 20
-- per-layer routing --
layer  share of wire  global-route usage  vias up
met1            0.44               0.266     1001
met4           0.015              0.0190        0
met3           0.094              0.0874       10
met5               0                   0        -
li1                -                   -      984
met2            0.45               0.246       86
-- layout by cell type, fill, tap and decap left out, types with 3 or more instances in the layout --
cell type	count
nand3_1	11
mux2_2	15
nand2_1	12
clkbuf_8	9
nor2_1	5
o22ai_1	6
o31ai_1	6
inv_1	6
a22o_1	6
buf_4	3
nor2b_1	9
clkinv_4	3
edfxtp_1	88
a211oi_1	4
ha_1	7
xor2_1	3
mux2i_1	15
a21oi_1	9
clkdlybuf4s50_1	20
-- flip-flops by register name, summed over array words and instances (netlist names) --
name and cells:
DataO 8, EF 1, FF 1, _memory 72, _read_pointer 4, _write_pointer 4
-- layout make-up --
cell class	count	area [sq um]	area share
clock inverter	7	103	0.0232
sequential	90	2680	0.608
tap	129	161	0.0366
multi-input combinational	136	1100	0.249
inverter	6	22.5	0.00510
clock buffer	9	124	0.0281
timing repair buffer	23	223	0.0504
-- report_power, final --
part           total [mW]  switching, mW  leakage (nW)  internal (mW)
Sequential           1.02         0.0905         0.824          0.931
Clock               0.511          0.246         0.115          0.265
Combinational       0.787          0.444         0.569          0.342
Total                2.32          0.781          1.51           1.54
-- critical path, cell delays in order --
cell	delay (ns)
clkdlybuf4s50_1	0.76
nand3_1	0.13
a21oi_1	0.65
-- worst max-delay path by stage --
stage | cells after the start | endpoint
CTS | 3 | _memory[7][4]
global route | 3 | _memory[7][0]
finish | 3 | _memory[7][0]
Power is estimated from default activity; no workload was simulated.

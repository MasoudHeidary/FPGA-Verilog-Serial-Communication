<file path="./run.sh">
#!/bin/bash
# OpenROAD 26Q1-2900-gdf79404cd8, Yosys 0.63+post, stock flow scripts
make -C /OpenROAD-flow-scripts/flow DESIGN_CONFIG=/design/flow/config.mk WORK_HOME=/design/flow/orfs finish
</file>
<file path="./config.mk">
export PLATFORM = sky130hd
export DESIGN_NAME = SerialTransmitter
export DESIGN_NICKNAME = SerialTransmitter
export VERILOG_FILES = /design/flow/design.v
export SDC_FILE = /design/flow/constraint.sdc
export NUM_CORES = 4
export LEC_CHECK = 1
export CORE_UTILIZATION = 30
</file>
<file path="./constraint.sdc">
current_design SerialTransmitter

set clk_period 6.1
set clk_io_pct 0.2

create_clock -name clk0 -period $clk_period [get_ports {clk}]

set non_clock_inputs [all_inputs -no_clocks]
set_input_delay [expr $clk_period * $clk_io_pct] -clock clk0 $non_clock_inputs
set_output_delay [expr $clk_period * $clk_io_pct] -clock clk0 [all_outputs]
</file>
<file path="./design.v">
`timescale 1ns / 1ps
module SerialTransmitter
(
    input [7:0] DataInput,
    input Write,
    output SerialLine,
    input clk
);
    wire [7:0] data_fifo_control;
    wire no_data_fifo_control;
    wire read_data_fifo_control;
    wire data_available_control_trans;
    wire [8:0] data_control_trans;
    wire data_fetched_by_transmitter;
    FIFO u1(
        .DataI(DataInput),
        .DataO(data_fifo_control),
        .FF(),
        .EF(no_data_fifo_control),
        .R(read_data_fifo_control),
        .W(Write),
        .clk(clk)
    );
    Controller u2(
        data_available_control_trans,
        data_control_trans,
        read_data_fifo_control,
        data_fetched_by_transmitter,
        data_fifo_control,
        no_data_fifo_control,
        clk
    );
    Transmitter u3(
        SerialLine,
        data_fetched_by_transmitter,
        data_available_control_trans,
        data_control_trans,
        clk
    );
endmodule
module FIFO
#(
    parameter Depth = 8,
    parameter Width = 8
)
(
    input [Width-1 : 0] DataI,
    output reg [Width-1 : 0] DataO,
    output reg FF,   
    output reg EF,   
    input R,     
    input W,     
    input clk
);
    reg [$clog2(Depth)-1 : 0] _write_pointer = 0;
    reg [$clog2(Depth)-1 : 0] _read_pointer = 0;
    reg [Width-1 : 0] _memory[Depth-1: 0];
    always @(posedge clk)
    begin
        EF = 0;
        FF = 0;
        if (R)
        begin
            if(_read_pointer != _write_pointer)
            begin
                DataO <= _memory[_read_pointer];
                _read_pointer <= _read_pointer + 1;
                if (_read_pointer == Depth)
                    _read_pointer <= 0;
            end
            else
            begin
                EF = 1;    
            end
        end
        if (W) 
        begin
            if(_write_pointer != Depth-1)
            begin
                if(_write_pointer+1 == _read_pointer)
                    FF = 1;
            end
            else if (_read_pointer == 0)
            begin
                FF = 1;
            end
            if (!FF)
            begin
                _memory[_write_pointer] <= DataI;
                _write_pointer <= _write_pointer + 1;
                if (_write_pointer == Depth)
                begin
                    _write_pointer <= 0;
                end
            end
        end
    end
endmodule
module Controller
#(
    parameter Parity = 1,            
    parameter ParityEven = 1,        
    parameter DataInputLen = 8
)
(
    output reg DataAvilable,
    output reg [DataInputLen + Parity -1 : 0] DataOutput,
    output reg ReadData,
    input DataFetchedByTransmitter,
    input [DataInputLen-1:0] DataInput,
    input NoData,
    input clk
);
    parameter read_data = 0;
    parameter read_data_wait = 1;
    parameter fetch_data = 2;
    parameter send_data = 3;
    reg [2:0] mode = read_data;
    always @(posedge clk)
    begin
        if(mode == read_data)
        begin
            ReadData <= 1;
            mode <= read_data_wait;
        end
        else if(mode == read_data_wait)
        begin
            mode <= fetch_data;
        end
        else if(mode == fetch_data)
        begin
            if(NoData)
            begin
            end
            else 
            begin
                mode <= send_data;
                ReadData <= 0;
                if(!Parity)
                    DataOutput <= DataInput;
                else if(ParityEven)
                    DataOutput <= {^DataInput, DataInput};
                else
                    DataOutput <= {!(^DataInput), DataInput};
                DataAvilable <= 1;
            end
        end
        else if(mode == send_data)
        begin
            if(DataFetchedByTransmitter)
            begin
                mode <= read_data;
                DataAvilable <= 0;
            end
        end
    end
endmodule
module Transmitter
#(
    parameter ClkDivider = 5,
    parameter DataLen = 9,
    parameter StartBit = 1,
    parameter StopBit = 1
)
(
    output reg SerialLine = 1,
    output reg DataFetched = 0,
    input DataAvilable,
    input [DataLen-1:0] Data,
    input clk
);
    reg [DataLen-1:0] _data_temp = {0};
    reg [$clog2(StartBit + DataLen + StopBit) - 1:0] _sender_pointer = 0;
    parameter fetch = 0;
    parameter ack_fetch = 1;
    parameter send = 2;
    reg [1:0] mode = fetch;
    reg [$clog2(ClkDivider)-1:0] clk_divider = ClkDivider - 1;
    always @(posedge clk)
    begin
        if((mode == fetch) & DataAvilable)
        begin
            mode <= ack_fetch;
            _data_temp <= Data;
            DataFetched <= 1;
        end
        else if(mode == ack_fetch)
        begin
            mode <= send;
        end
        else if(mode == send)
        begin
            DataFetched <= 0;
            clk_divider = clk_divider + 1;
            if(clk_divider == ClkDivider)
            begin
                clk_divider = 0;
                _sender_pointer <= _sender_pointer + 1;
                if(_sender_pointer < StartBit)
                    SerialLine <= 0;
                else if (_sender_pointer < StartBit + DataLen)
                    SerialLine <= _data_temp[_sender_pointer - StartBit];
                else if (_sender_pointer < StartBit + DataLen + StopBit)
                    SerialLine <= 1;
                else
                begin
                    mode <= fetch;
                    clk_divider = ClkDivider - 1;
                    _sender_pointer <= 0;
                end
            end
        end
    end
endmodule
</file>
==> reports/metrics.cfg <==
[run_status]
outcome = complete, no violations

[clock_tree]
cts_tree = yes
clockBufferDepth = 2
cts-root-buf = clkbuf_16
cts_resized = 0
cts_setup_buffers = 0
cts.clk_slew.worst_paths_ns = 0.08
cts_max_level = 3
cts_buffers = 9
ctsHoldBuffers = 0
cts_sinks = 112
insertion_delay_ns = 0.35

[floorplan]
rows = 45
die_h_um = 127.7
pin_count = 11
core_area_um2 = 15310
fp_util = 0.3096
dieArea_um2 = 16310
fp.dieW_um = 127.7

[synthesis]
synth_warnings = 3
synthCells = 267
ys_seq_frac = 0.6946
yosys_register_bits = 112
netlist.area_leader.share = 0.6651
netlist_top_cells_area = edfxtp_1 (67%), mux4_1 (7.8%), ha_1 (4.0%), dfxtp_1 (3.0%), mux2_2 (1.9%)
edf_count = 105
ys_cells = 267
async_flop_share = 0
avgSynthCellArea_um2 = 17.76
largest_area_cell = edfxtp_1
synth.distinct_cells = 44
yosys_most_used_dff = edfxtp_1
yosys-stat-area_um2 = 4741
syn_area_um2 = 4741

[power_and_ir_drop]
power_leakage_nw = 1.859
max-vdd-ir-drop_mv = 0.2629
p_per_area_nw_per_um2 = 431.0

[placement]
place_area_um2 = 5071
numPortBuffers = 10
gp_congestion = 0.7937
dp_hpwl_um = 4980

[worst_setup_path]
critical_path_class = input port to flop
cp_slowest_stage_delay_ns = 0.60
cp_num_buf_inv = 1
critPathLaunchType = input port
cp_slowest_cell = nor3b_2
worstPathMaxFanout = 8
path_cells = clkdlybuf4s50_1 -> nand2_1 -> a211o_1 -> nor3b_2
crit_required_ns = 6.09
crit_arrival_ns = 2.81
cp_top_family = simple AND/OR/NAND/NOR gates
end_kind = flop

[global_route]
grt-ovfl-total = 0
grtUsageTotal = 0.1017
grt_pass1_vias = 2359
grt_max_degree = 23
antenna_found_initial = 0
grt_pass1_wl_um = 11910

[detailed_routing]
final_antenna_net_count = 0
routed_via_density = 4.384
drc_errors = 0
vias = 2192
n_antenna_cell = 0
drt-initial-drc-count = 113
wl_per_cell_um = 14.33
firstDrtPassIters = 4
totalWireLength_um = 7164

[layout]
fill_cells = 1436
mostFrequentLayoutCell = edfxtp_1
final_area_um2 = 5379
layout-drive-gt1-share = 0.1315
most-common-layout-cells = edfxtp_1 (105), inv_1 (17), ha_1 (15), mux4_1 (14)
syn2layout_area_growth_pct = 13.46

[timing]
max_freq_mhz = 354.2
period_needed_ns = 2.823
slew_headroom = 0.4675
rsz0062_at_grt = no
fin_worst_skew_ns = 0.007710
fin_setup_tns_ns = 0
final_hold_viol_count = 0
finalSetupViolCount = 0
fin_crit_sh = 0.4628
tightestPinTransition_ns = 0.7987
finalMaxSlewViolations = 0

[hold_path]
min_path_type = flop to flop

[run]
tool_warnings = 33
drv_cap = 0

==> cells in the mapped netlist, drive strengths merged (2+ instances only) <==
cell type,instances
and3b,2
nor3,5
nor3b,3
ha,15
nor2b,2
nand2b,2
buf,8
o21ai,9
edfxtp,105
inv,17
nand2,10
mux2,8
xor2,8
nor2,7
and2,4
mux4,17
xnor2,7
clkbuf,2
a31oi,2
a211oi,2
nor4b,2
a21oi,7
dfxtp,7
==> routing by layer <==
layer / GRT usage / share of wire / routed length (µm) / up-vias
li1: - / - / - / 1076
met1: 0.1351 / 0.43 / 3057 / 1039
met2: 0.1559 / 0.46 / 3315 / 69
met3: 0.05995 / 0.098 / 703 / 8
met4: 0.009689 / 0.012 / 87 / 0
met5: 0 / 0 / 0 / -
==> kinds of logic (layout without fill, tap and decap cells) <==
kind of cell / Yosys count / after routing / share of synthesized area
flops: 112 / 112 / 0.6946
simple gates: 42 / 42 / 0.05200
compound gates: 30 / 30 / 0.04144
buf+inv: 27 / 49 / 0.03009
mux: 26 / 26 / 0.1130
fa+ha+maj: 15 / 15 / 0.03959
xor+xnor: 15 / 15 / 0.02930
==> sequential cells by signal (all words and copies together) (netlist names), 2 cells and up <==
register,count
u2.mode,2
u3._data_temp,9
u1._read_pointer,3
u1._write_pointer,3
u3.clk_divider,3
u3._sender_pointer,4
u1._memory,64
u1.DataO,8
u2.DataOutput,9
u3.mode,2
==> through the flow <==
step	total power, mW	hold WS, ns	setup slack (ns)	instances	util
6_report	2.318	0.4173	3.277	500	0.3512
5_1_grt	2.454	0.4241	3.170	500	0.3512
4_1_cts	2.349	0.4187	3.261	500	0.3512
3_5_place_dp	1.762	0.4045	2.890	484	0.3311
3_3_place_gp	1.750	0.4029	2.957	484	0.3311
2_1_floorplan	1.626	0.4003	3.484	267	-
==> where the power goes <==
| part | switching, mW | leakage [nW] | total, mW | internal (mW) |
|---|---|---|---|---|
| Sequential | 0.111 | 1.04 | 1.17 | 1.06 |
| Clock | 0.288 | 0.153 | 0.583 | 0.295 |
| Combinational | 0.280 | 0.666 | 0.567 | 0.286 |
| Total | 0.679 | 1.86 | 2.32 | 1.64 |
==> worst register-to-register path, cell delays in order (launching register included) <==
cell and delay [ns]:
edfxtp_1 0.87, inv_1 0.11, ha_1 0.20, nand3b_1 0.08, nand2_1 0.12, a211o_1 0.38, nor3b_2 0.60
==> worst paths after layout <==
check	start	endpoint	slack, ns	cells after the start
worst max register to register	u1._read_pointer[1]$_DFFE_PP_	u1._memory[2][2]$_DFFE_PP_	3.36	6
worst min-delay path	u2.DataOutput[6]$_DFFE_PP_	u3._data_temp[6]$_DFFE_PP_	0.42	0
worst max-delay path	Write	u1._memory[2][2]$_DFFE_PP_	3.28	4
worst min register to register	u2.DataOutput[6]$_DFFE_PP_	u3._data_temp[6]$_DFFE_PP_	0.42	0
==> area by class of cell <==
cell class                 instances  area, µm²  area share
clock buffer                       9      225.2     0.04187
inverter                          17      63.81     0.01186
multi-input combinational        128       1305      0.2426
timing repair buffer              16      145.1     0.02698
sequential                       112       3293      0.6122
clock inverter                     7      82.58     0.01535
tap                              211      264.0     0.04908
Power is estimated from default activity; no workload was simulated.

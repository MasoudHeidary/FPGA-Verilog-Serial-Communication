**flow/run.sh**
```bash
#!/bin/bash
# OpenROAD 26Q1-2900-gdf79404cd8, Yosys 0.63+post, stock flow scripts
make -C /OpenROAD-flow-scripts/flow DESIGN_CONFIG=/design/flow/config.mk WORK_HOME=/design/flow/orfs finish
```
**flow/config.mk**
```make
export PLATFORM = sky130hd
export DESIGN_NAME = SerialReceiver
export DESIGN_NICKNAME = SerialReceiver
export VERILOG_FILES = /design/flow/design.v
export SDC_FILE = /design/flow/constraint.sdc
export NUM_CORES = 4
export LEC_CHECK = 1
export CORE_UTILIZATION = 30
```
**flow/constraint.sdc**
```tcl
current_design SerialReceiver

set clk_period 3.7
set clk_io_pct 0.2

create_clock -name clk0 -period $clk_period [get_ports {clk}]

set non_clock_inputs [all_inputs -no_clocks]
set_input_delay [expr $clk_period * $clk_io_pct] -clock clk0 $non_clock_inputs
set_output_delay [expr $clk_period * $clk_io_pct] -clock clk0 [all_outputs]
```
**flow/design.v**
```verilog
`timescale 1ns / 1ps
module SerialReceiver(
    output [7:0] DataOutput,
    output NoData,
    input Read,
    input SerialLine,
    input clk
);
    wire data_fetched_by_controller;
    wire data_available;
    wire [8:0] data_receive_control;
    wire [7:0] data_controller_fifo;
    wire write_to_fifo;
    Receiver SR
    (
        SerialLine,
        data_fetched_by_controller,
        data_available,
        data_receive_control,
        clk
    );
    ReceiveController RC
    (
        data_available,
        data_controller_fifo,
        write_to_fifo,
        data_fetched_by_controller,
        data_receive_control,
        clk
    );
    FIFO RF
    (
        .DataI(data_controller_fifo),
        .DataO(DataOutput),
        .EF(NoData),
        .R(Read),
        .W(write_to_fifo),
        .clk(clk)
    );
endmodule
module ReceiverFIFO
#(
    parameter Depth = 9,
    parameter Width = 8
)
(
    input [Width-1 : 0] DataI,
    output reg [Width-1 : 0] DataO,
    output reg FF,   
    output reg EF,   
    input R,     
    input W,     
    input clk
);
    reg [$clog2(Depth)-1 : 0] _write_pointer = 0;
    reg [$clog2(Depth)-1 : 0] _read_pointer = 0;
    reg [Width-1 : 0] _memory[Depth-1: 0];
    always @(posedge clk)
    begin
        EF = 0;
        FF = 0;
        if (R)
        begin
            if(_read_pointer != _write_pointer)
            begin
                DataO <= _memory[_read_pointer];
                _read_pointer <= _read_pointer + 1;
                if (_read_pointer == Depth)
                    _read_pointer <= 0;
            end
            else
            begin
                EF = 1;    
            end
        end
        if (W) 
        begin
            if(_write_pointer != Depth-1)
            begin
                if(_write_pointer+1 == _read_pointer)
                    FF = 1;
            end
            else if (_read_pointer == 0)
            begin
                FF = 1;
            end
            if (!FF)
            begin
                _memory[_write_pointer] <= DataI;
                _write_pointer <= _write_pointer + 1;
                if (_write_pointer == Depth)
                begin
                    _write_pointer <= 0;
                end
            end
        end
    end
endmodule
module ReceiveController
#(
    parameter Parity = 1,            
    parameter ParityEven = 1,        
    parameter DataLen = 8
)
(
    input  DataAvilable,
    output reg [DataLen - 1 : 0] DataOutput,
    output reg WriteData = 0,
    output reg  DataFetched = 0,
    input [DataLen + Parity -1:0] DataInput,
    input clk
);
    parameter pre_fetch_data = 0;
    parameter fetch_data = 1;
    parameter save_data = 2;
    parameter cancel_data = 3;
    reg [1:0] mode = pre_fetch_data;
    always @(posedge clk)
    begin
        if(mode == pre_fetch_data)
        begin
            if(DataAvilable)
            begin
                mode <= fetch_data;
                DataFetched <= 1;
            end
        end
        else if(mode == fetch_data)
        begin
            if(!Parity)
            begin
                DataOutput <= DataInput;
                WriteData <= 1;
                mode <= save_data;
            end
            else if(ParityEven)
            begin
                if(^DataInput == 0)
                begin
                    DataOutput <= DataInput[DataLen-2:0];
                    WriteData <= 1;
                end
                mode <= save_data;
            end
            else
            begin
                if(^DataInput == 1)
                begin
                    DataOutput <= DataInput[DataLen-2:0];
                    WriteData <= 1;
                end
                mode <= save_data;
            end
        end
        else if(mode == save_data)
        begin
            WriteData <= 0;
            DataFetched <= 0;
            mode <= pre_fetch_data;
        end
    end
endmodule
module Receiver
#(
    parameter ClkDivider = 5,
    parameter DataLen = 9,
    parameter StartBit = 1,
    parameter StopBit = 1
)
(
    input SerialLine,
    input DataFetched,
    output reg DataAvilable = 0,
    output reg [DataLen-1:0] Data = {0},
    input clk
);
    reg [DataLen-1:0] _data_temp = {0};
    reg [$clog2(DataLen)-1:0] _save_pointer = 0;
    reg [$clog2(StartBit + DataLen + StopBit) - 1:0] _receive_pointer = 0;
    parameter receive_edge = 0;
    parameter receive_value = 1;
    parameter save = 2;
    parameter delay = 3;
    parameter save_wait = 4;
    reg [2:0] mode = receive_edge;
    reg [$clog2(ClkDivider)-1:0] clk_divider = ClkDivider - 1;
    always @(posedge clk)
    begin
        if(mode == receive_edge)
        begin
            clk_divider = clk_divider + 1;
            if(clk_divider == ClkDivider)
            begin
                clk_divider = 0;
                _receive_pointer <= _receive_pointer + 1;
                if(_receive_pointer < StartBit)
                begin
                    if(SerialLine != 0)
                    begin
                        _receive_pointer <= 0;
                        clk_divider = ClkDivider - 1;
                    end
                end
                else if(_receive_pointer < StartBit + DataLen)
                begin
                    _data_temp[_save_pointer] <= SerialLine;
                    _save_pointer <= _save_pointer + 1;
                end
                else if(_receive_pointer < StartBit + DataLen + StopBit)
                begin
                    clk_divider = ClkDivider - 1;
                end
                else
                begin
                    _receive_pointer <= 0;
                    DataAvilable <= 1;
                    mode <= save;
                end
            end
        end
        else if(mode == save)
        begin
            Data <= _data_temp;
            mode <= save_wait;
        end
        else if(mode == save_wait)
        begin
            if(DataFetched)
            begin
                DataAvilable <= 0;
                _save_pointer <= 0;
                mode <= receive_edge;
            end
        end
    end
endmodule
`timescale 1ns / 1ps
module SerialTransmitter
(
    input [7:0] DataInput,
    input Write,
    output SerialLine,
    input clk
);
    wire [7:0] data_fifo_control;
    wire no_data_fifo_control;
    wire read_data_fifo_control;
    wire data_available_control_trans;
    wire [8:0] data_control_trans;
    wire data_fetched_by_transmitter;
    FIFO u1(
        .DataI(DataInput),
        .DataO(data_fifo_control),
        .FF(),
        .EF(no_data_fifo_control),
        .R(read_data_fifo_control),
        .W(Write),
        .clk(clk)
    );
    Controller u2(
        data_available_control_trans,
        data_control_trans,
        read_data_fifo_control,
        data_fetched_by_transmitter,
        data_fifo_control,
        no_data_fifo_control,
        clk
    );
    Transmitter u3(
        SerialLine,
        data_fetched_by_transmitter,
        data_available_control_trans,
        data_control_trans,
        clk
    );
endmodule
module FIFO
#(
    parameter Depth = 8,
    parameter Width = 8
)
(
    input [Width-1 : 0] DataI,
    output reg [Width-1 : 0] DataO,
    output reg FF,   
    output reg EF,   
    input R,     
    input W,     
    input clk
);
    reg [$clog2(Depth)-1 : 0] _write_pointer = 0;
    reg [$clog2(Depth)-1 : 0] _read_pointer = 0;
    reg [Width-1 : 0] _memory[Depth-1: 0];
    always @(posedge clk)
    begin
        EF = 0;
        FF = 0;
        if (R)
        begin
            if(_read_pointer != _write_pointer)
            begin
                DataO <= _memory[_read_pointer];
                _read_pointer <= _read_pointer + 1;
                if (_read_pointer == Depth)
                    _read_pointer <= 0;
            end
            else
            begin
                EF = 1;    
            end
        end
        if (W) 
        begin
            if(_write_pointer != Depth-1)
            begin
                if(_write_pointer+1 == _read_pointer)
                    FF = 1;
            end
            else if (_read_pointer == 0)
            begin
                FF = 1;
            end
            if (!FF)
            begin
                _memory[_write_pointer] <= DataI;
                _write_pointer <= _write_pointer + 1;
                if (_write_pointer == Depth)
                begin
                    _write_pointer <= 0;
                end
            end
        end
    end
endmodule
module Controller
#(
    parameter Parity = 1,            
    parameter ParityEven = 1,        
    parameter DataInputLen = 8
)
(
    output reg DataAvilable,
    output reg [DataInputLen + Parity -1 : 0] DataOutput,
    output reg ReadData,
    input DataFetchedByTransmitter,
    input [DataInputLen-1:0] DataInput,
    input NoData,
    input clk
);
    parameter read_data = 0;
    parameter read_data_wait = 1;
    parameter fetch_data = 2;
    parameter send_data = 3;
    reg [2:0] mode = read_data;
    always @(posedge clk)
    begin
        if(mode == read_data)
        begin
            ReadData <= 1;
            mode <= read_data_wait;
        end
        else if(mode == read_data_wait)
        begin
            mode <= fetch_data;
        end
        else if(mode == fetch_data)
        begin
            if(NoData)
            begin
            end
            else 
            begin
                mode <= send_data;
                ReadData <= 0;
                if(!Parity)
                    DataOutput <= DataInput;
                else if(ParityEven)
                    DataOutput <= {^DataInput, DataInput};
                else
                    DataOutput <= {!(^DataInput), DataInput};
                DataAvilable <= 1;
            end
        end
        else if(mode == send_data)
        begin
            if(DataFetchedByTransmitter)
            begin
                mode <= read_data;
                DataAvilable <= 0;
            end
        end
    end
endmodule
module Transmitter
#(
    parameter ClkDivider = 5,
    parameter DataLen = 9,
    parameter StartBit = 1,
    parameter StopBit = 1
)
(
    output reg SerialLine = 1,
    output reg DataFetched = 0,
    input DataAvilable,
    input [DataLen-1:0] Data,
    input clk
);
    reg [DataLen-1:0] _data_temp = {0};
    reg [$clog2(StartBit + DataLen + StopBit) - 1:0] _sender_pointer = 0;
    parameter fetch = 0;
    parameter ack_fetch = 1;
    parameter send = 2;
    reg [1:0] mode = fetch;
    reg [$clog2(ClkDivider)-1:0] clk_divider = ClkDivider - 1;
    always @(posedge clk)
    begin
        if((mode == fetch) & DataAvilable)
        begin
            mode <= ack_fetch;
            _data_temp <= Data;
            DataFetched <= 1;
        end
        else if(mode == ack_fetch)
        begin
            mode <= send;
        end
        else if(mode == send)
        begin
            DataFetched <= 0;
            clk_divider = clk_divider + 1;
            if(clk_divider == ClkDivider)
            begin
                clk_divider = 0;
                _sender_pointer <= _sender_pointer + 1;
                if(_sender_pointer < StartBit)
                    SerialLine <= 0;
                else if (_sender_pointer < StartBit + DataLen)
                    SerialLine <= _data_temp[_sender_pointer - StartBit];
                else if (_sender_pointer < StartBit + DataLen + StopBit)
                    SerialLine <= 1;
                else
                begin
                    mode <= fetch;
                    clk_divider = ClkDivider - 1;
                    _sender_pointer <= 0;
                end
            end
        end
    end
endmodule
```
==> results.yml <==
# implementation run metrics
die:
  die_w_microns: 130
  core-area_sq_mm: 0.0159
  rows: 46
  fp_util: 0.308
  die_y_microns: 130
  io_pins: 12
  die_area_sq_mm: 0.0168
cts:
  cts_resized: 0
  cts_tree: "built"
  clk_pin_slew_ps: 50
  clk_latency_ps: 400
  cts_root_buf: "clkbuf_16"
  cts.sinks: 113
  postCtsHoldBufs: 0
  cts_buffer_depth: 2
  ctsHtreeMaxLevel: 4
  cts_made_buffers: 17
  cts_setup_buffers: 0
synthesis:
  ys_warn_count: 3
  synth_area_sq_mm: 0.00489
  ys_ff: 113
  synth_seq_share: 0.692
  ys_cells: 297
  yosys_area_sq_mm: 0.00489
  syn_avg_cell_area_sq_um: 16.5
  syn_inst: 297
  yosysUniqueCellTypes: 50
timing:
  fin_worst_skew_ps: 9.44
  fmax_mhz: 406
  setup_tns_ps: 0
  period_minus_slack_ps: 2470
  timing.hold.ws_ps: 453
  period_used_share: 0.666
  slew_headroom: 0.513
  setup_viol: 0
  grt_setup_unrepaired: "no"
  finalMaxSlewViolations: 0
  worstMarginPinSlew_ps: 729
  finalHoldViolCount: 0
worst_setup_path:
  cp_slowest_cell: "edfxtp_1"
  crit_end: "RF._memory[6][3]"
  crit_type: "reg2reg"
  reg2reg_to: "RF._memory[6][3]"
  crit_path_frequent_cell: "ha_1"
  cp.depth: 6
  cp_top_family: "simple AND/OR/NAND/NOR gates"
  worstSetupEndpointType: "flop"
  critPathArrivalTime_ps: 2490
  crit_chain: "ha_1 > ha_1 > xor2_1 > nor3_1 > a211o_1 > nor2_1"
  r2r_setup_slack_ps: 1230
  reg2reg_from: "RF._write_pointer[1]"
  max_stage_delay_ps: 500
  startpoint: "RF._write_pointer[1]"
  startpoint_type: "flop"
  critical_path_required_ps: 3730
  critical_path_buf_inv_count: 0
  path_max_fanout: 9
  r2r_cells: 6
power_and_ir_drop:
  ir_drop_v: 0.000330
  p_total_uw: 3540
  power_leakage_uw: 0.00191
  power_density_mw_per_mm2: 600
place:
  placed_area_sq_mm: 0.00522
  portBuffers: 10
  dp_hpwl_mm: 4.98
  dp.cells: 517
  finalWeightedCongestion: 0.817
routing:
  drt_iter0_drc: 139
  first_pass_iters: 4
  via_per_inst: 4.49
  num_vias: 2463
  diodes: 0
  ant_nets: 0
  drc: 0
  drt-total-wl_mm: 7.85
  wl_per_cell_microns: 14.3
finish:
  layout_top_cell: "edfxtp_1"
  stdcell_area_sq_mm: 0.00589
  final_cell_count_no_fill: 549
  layout_top_cells: "edfxtp_1 (112), nand2_1 (21), clkbuf_16 (17), ha_1 (15), mux4_2 (14)"
  drive_above_1_share: 0.198
  areaGrowthSynthToFinish_pct: 20.5
hold_path:
  hold_path_class: "reg2reg"
global_routing:
  antenna_found_initial: 0
  grt_max_degree: 19
  first_global_vias: 2453
  grt_first_pass_wirelength_mm: 12.8
  grtUsageTotal: 0.106
  overflow: 0
job:
  drv_cap: 0
  warnings: 33
outcome:
  status: "finished clean"
## per-layer routing
| layer | up-vias | global-route usage | wire [microns] |
|---|---|---|---|
| li1 | 1178 | - | - |
| met1 | 1209 | 0.157 | 3580 |
| met2 | 74 | 0.154 | 3530 |
| met3 | 2 | 0.0526 | 711 |
| met4 | 0 | 0.0130 | 34 |
| met5 | - | 0 | 0 |
## per-stage QoR
stage	setup WS [ps]	util
2_1_floorplan	1140	-
3_3_place_gp	1330	0.329
3_5_place_dp	1240	0.329
4_1_cts	1220	0.371
5_1_grt	1060	0.371
6_report	1230	0.371
## worst register-to-register path: cells and delay by family (launching register included)
kind | cells | cell delay [ps]
flip-flops | 1 | 500
AND-OR/OR-AND | 1 | 340
XOR/XNOR | 1 | 140
adder cells (fa/ha/maj) | 2 | 550
AND/OR/NAND/NOR | 2 | 560
## power by group
group | switching, uW | leakage [uW] | internal [uW]
Clock | 525 | 0.000324 | 1300
Combinational | 119 | 0.000640 | 118
Sequential | 29.4 | 0.000945 | 1450
Total | 673 | 0.00191 | 2860
## cells by family after synthesis
kind of cell,Yosys count,share of synthesized area
and+or+nand+nor,68,0.0724
DFF,113,0.692
xor gates and xnor gates,18,0.0322
adders and majority gates,15,0.0384
buffers and inverters,26,0.0289
AOI/OAI and AO/OA,31,0.0445
other,1,0.000767
muxes,25,0.0906
## final cells by class
class                      instances  area, sq um
tap                              216          270
clock buffer                      22          464
inverter                          13         48.8
clock inverter                    10          206
timing repair buffer              17          153
sequential                       113         3380
multi-input combinational        158         1360
fill                            1470        10000
## flip-flops by register name, summed over array words and instances, names as in the netlist
register             count
SR.DataAvilable          1
RF._read_pointer         3
SR._save_pointer         4
RF.EF                    1
SR._receive_pointer      4
RF.DataO                 7
RC.mode                  2
RF._memory              56
RC.DataFetched           1
SR._data_temp            9
RC.DataOutput            7
RC.WriteData             1
SR.clk_divider           3
RF._write_pointer        3
SR.Data                  9
SR.mode                  2
## worst min path at each step
stage	from	endpoint	slack [ps]	cells past startpoint
after CTS	SR._data_temp[0]	SR.Data[0]	460	0
after global routing	SR._data_temp[0]	SR.Data[0]	480	0
final	SR._data_temp[0]	SR.Data[0]	450	0
## cells in the mapped netlist (all sizes together)
master  number  share of area
o311ai       1         0.0018
nand2       22          0.017
o22ai        1         0.0026
nand2b       2         0.0026
o21bai       1         0.0015
mux2        11          0.026
nor3         6         0.0061
clkbuf       2         0.0015
ha          15          0.038
dfxtp        1         0.0041
nor2b        4         0.0051
mux4        14          0.064
and2         3         0.0038
o21ai        6         0.0069
nor2        12         0.0092
or2          2         0.0026
inv         13          0.010
edfxtp     112           0.69
and3         1         0.0013
nor3b        5         0.0077
a21boi       2         0.0031
nand3        4         0.0041
o31a         1         0.0018
nand3b       1         0.0015
a41o         2         0.0041
nor4b        2         0.0049
a21oi        9         0.0092
a211o        1         0.0018
conb         1        0.00077
buf         11          0.017
o21a         1         0.0018
xor2        11          0.020
a31oi        1         0.0013
or3          2         0.0026
a21o         1         0.0015
a22o         4         0.0072
and3b        2         0.0036
xnor2        7          0.013
Power and IR drop assume default switching activity.
